`./config.mk`:
```
export PLATFORM = sky130hd
export DESIGN_NAME = axi_stream_router
export DESIGN_NICKNAME = axi_stream_router
export VERILOG_FILES = /design/flow/design.v
export SDC_FILE = /design/flow/constraint.sdc
export NUM_CORES = 4
export LEC_CHECK = 1
export CORE_UTILIZATION = 50
export SYNTH_HDL_FRONTEND = slang
```
`./constraint.sdc`:
```
current_design axi_stream_router

set clk_period 2.9
set clk_io_pct 0.2

create_clock -name clk0 -period $clk_period [get_ports {clk}]

set non_clock_inputs [all_inputs -no_clocks]
set_input_delay [expr $clk_period * $clk_io_pct] -clock clk0 $non_clock_inputs
set_output_delay [expr $clk_period * $clk_io_pct] -clock clk0 [all_outputs]
```
`./design.v`:
```
typedef struct packed {
    logic [7:0] port0_count;
    logic [7:0] port1_count;
    logic [7:0] port2_count;
} config_t;
module axi_stream_router (
    input  logic         clk,
    input  logic         rst,
    input  logic         s_tvalid,
    input  logic [21:0]   s_tdata,
    output logic         s_tready,
    input  logic         config_tvalid,
    input  logic [$bits(config_t)-1:0] config_tdata,
    output logic         config_tready,
    output logic         m0_tvalid,
    output logic [21:0]   m0_tdata,
    input  logic         m0_tready,
    output logic         m1_tvalid,
    output logic [21:0]   m1_tdata,
    input  logic         m1_tready,
    output logic         m2_tvalid,
    output logic [21:0]   m2_tdata,
    input  logic         m2_tready
);
    typedef enum logic [2:0] {
        IDLE, CONFIG_READ, ROUTE_M0, ROUTE_M1, ROUTE_M2, DONE
    } state_t;
    state_t pre_state, next_state;
    config_t config_struct;
    logic [7:0] config_data[0:2];  
    logic [7:0] count0, count1, count2;
    logic flag;
    always_ff @(posedge clk or posedge rst) begin
        if (rst)
            pre_state <= IDLE;
        else
            pre_state <= next_state;
    end
    always_comb begin
        case (pre_state)
            IDLE:
                next_state = CONFIG_READ;
            CONFIG_READ:
                    if(config_tvalid && config_tready) next_state = ROUTE_M0;
                    else next_state = CONFIG_READ;
            ROUTE_M0:
                next_state = ((count0 == config_struct.port0_count) && m0_tvalid && m0_tready) ? ROUTE_M1 : ROUTE_M0;
            ROUTE_M1:
                next_state = ((count1 == config_struct.port1_count) && m1_tvalid && m1_tready) ? ROUTE_M2 : ROUTE_M1;
            ROUTE_M2:
                next_state = ((count2 == config_struct.port2_count) && m2_tvalid && m2_tready) ? DONE : ROUTE_M2;
            DONE:
                next_state = IDLE;
            default:
                next_state = IDLE;
        endcase
    end
    always_ff @(posedge clk or posedge rst) begin
        if (rst) begin
            m0_tdata <= 0;
            m1_tdata <= 0;
            m2_tdata <= 0;
            m0_tvalid<=0;
            m1_tvalid<=0;
            m2_tvalid<=0;
            count0 <= 0;
            count1 <= 0;
            count2 <= 0;
            config_struct<=0;
        end else  begin
            case (pre_state)
                IDLE: begin
                   m0_tdata <= 0;
                   m1_tdata <= 0;
                   m2_tdata <= 0;
                   m0_tvalid<=0;
                   m1_tvalid<=0;
                   m2_tvalid<=0;
                   count0 <= 0;
                   count1 <= 0;
                   count2 <= 0;
                   flag <= 0;
                end
                CONFIG_READ: begin
                     config_struct<=config_tdata;
                  end
                ROUTE_M0: begin
                    m1_tvalid<=0;
                    m2_tvalid<=0;
                    if(s_tvalid && s_tready && m0_tready) begin   
                        m0_tdata <= s_tdata;
                        m0_tvalid <= s_tvalid;
                        count0 <= count0+1'b1;
                    end
                    else begin
                        m0_tdata <=  m0_tdata;
                        m0_tvalid <= 1'b0;
                       count0 <= count0;
                    end
                end 
                ROUTE_M1: begin
                    m0_tvalid<=0;
                    m2_tvalid<=0;
                 if(s_tvalid && s_tready && m1_tready) begin
                        m1_tdata <= s_tdata;
                        m1_tvalid <= s_tvalid;
                        count1 <= count1+1'b1;
                    end
                    else begin
                        m1_tdata <=  m1_tdata;
                        m1_tvalid <= 1'b0;
                        count1 <= count1;
                    end
                  end
                ROUTE_M2: begin
                   m0_tvalid<=0;
                    m1_tvalid<=0;
                    if(s_tvalid && s_tready && m2_tready) begin
                        m2_tdata <= s_tdata;
                        m2_tvalid <= s_tvalid;
                       count2 <= count2+1'b1;
                    end
                    else begin
                        m2_tdata <=  m2_tdata;
                        m2_tvalid <= 1'b0;
                       count2 <= count2;
                    end
                end 
                DONE: begin
                   m0_tdata <= 0;
                   m1_tdata <= 0;
                   m2_tdata <= 0;
                   m0_tvalid<=0;
                   m1_tvalid<=0;
                   m2_tvalid<=0;
                end
           default: begin
                    m0_tdata <= 0;
                    m1_tdata <= 0;
                    m2_tdata <= 0;
                end
            endcase
        end
    end
    always_comb begin
            case(pre_state)
                IDLE: begin
                    s_tready = 1'b0;
                    config_tready = 1'b0;
                end
                CONFIG_READ: begin
                    s_tready = 1'b0;
                    config_tready = 1'b1;
                end
                ROUTE_M0: begin
                    s_tready = 1'b1;
                    config_tready = 1'b0;
                end 
                ROUTE_M1: begin
                    s_tready = 1'b1;
                    config_tready = 1'b0;
                end
                ROUTE_M2: begin
                    s_tready = 1'b1;
                    config_tready = 1'b0;
                end 
                DONE: begin
                    s_tready = 1'b0;
                    config_tready = 1'b0;
                end
           default: begin
                    s_tready = 1'b0;
                    config_tready = 1'b0;
                end  
           endcase
    end
endmodule
```
`./run.sh`:
```
#!/bin/bash
# OpenROAD 26Q1-2900-gdf79404cd8, Yosys 0.63+post, stock flow scripts
make -C /OpenROAD-flow-scripts/flow DESIGN_CONFIG=/design/flow/config.mk WORK_HOME=/design/flow/orfs finish
```
==> impl_metrics.yaml <==
# physical design summary
final_timing:
  tns_ns: 0
  hold_viol: 0
  period_used_share: 0.7792
  skew_ns: 0.008253
  max_slew_margin: 0.4386
  hold_ws_ns: 0.4179
  worst_slew_pin_slew_ns: 0.8422
  rsz0062_at_grt: "false"
  setup_ws_ns: 0.6403
  max_freq_mhz: 442.5
  fin_crit_ns: 2.260
  drv_slew: 0
  setup_violations: 0
setup_path:
  crit_arrival_ns: 1.68
  startpoint_type: "register"
  crit_path_cell_trace: "inv_1 > nand3_1 > clkdlybuf4s50_1"
  max_stage_delay_ns: 0.48
  crit_buf_inv: 2
  crit_family: "buffers and inverters"
  critPathCaptureType: "primary output"
  critPathSlowestCell: "clkdlybuf4s50_1"
  worst-path-max-fanout: 5
  crit_type: "register to primary output"
  worstPathRequired_ns: 2.32
clock_network:
  clock-root-buffer: "clkbuf_8"
  cts.reportedPaths.clkPinSlew_ns: 0.06
  cts_sinks: 123
  cts_made_buffers: 17
  clkLatencyLatePin_ns: 0.51
  cts_setup_buffers: 0
  cts_tree: "done"
  cts_resized: 0
  cts_buffer_depth: 2
  htreeDepth: 4
  holdBufCountCts: 0
global_routing:
  grt_pass1_vias: 4525
  grt_pass1_wl_um: 22670
  overflow: 0
  grt_usage: 0.2637
  antenna_found_initial: 0
  grt_max_degree: 51
yosys:
  synth_flops: 123
  syn_area_um2: 5473
  yosys.area.top_type: "dfrtp_1"
  syn_inst: 544
  yosysWarnings: 0
  syn_area_per_cell_um2: 10.06
  ys_types: 42
  ys_cells: 544
  ys_chip_area_um2: 5473
  top_cell_area_share: 0.5578
  top_cells_by_area: "dfrtp_1, nand3_1, nand2_1"
  yosys.stat.seqShare: 0.5626
run:
  cap_violations: 0
  warning_count: 26
floorplan:
  die_w_um: 106.6
  coreArea_um2: 10460
  die_h_um: 106.6
  fp-utilization: 0.5231
  rows: 37
  die-area_um2: 11370
  io_pins: 124
detailed_routing:
  drt-pass1-iter-count: 4
  wl_per_cell_um: 16.13
  totalWireLength_um: 13120
  initialDrtViolationCount: 233
  routed_via_density: 5.545
  antenna-diode-count: 0
  drc: 0
  dr_total_vias: 4508
  ant_nets: 0
power_and_ir_drop:
  ir_drop_uv: 481.1
  power.total_mw: 4.825
  powerDensity_nw_per_um2: 650.3
  internal_power_mw: 3.639
  power.share.clock: 0.425
  p_sw_frac: 0.2457
  p_leak_nw: 3.285
  power.switching_mw: 1.185
  combPwrFrac: 0.137
  pwr-share-seq: 0.438
final_layout:
  fin_util: 0.7092
  n_fill_cell: 761
  area.growth.synth_to_final_pct: 35.57
  drive_gt1_frac: 0.1108
place:
  portBuffers: 123
  preCtsSetupSlack_ns: 0.4302
  dp_hpwl_um: 8563
  place_congestion: 0.8857
outcome:
  outcome: "finished clean"
worst_hold_path:
  hold_path_class: "register to register"
==> cells in the mapped netlist, drive strengths merged <==
master,number
o22ai,4
mux2i,6
a22o,2
nor3,3
and3,7
o21a,1
ha,3
a2111o,2
nor2,9
a31oi,5
xnor2,17
o21ba,1
nand4,12
or4,1
nand3,80
dfstp,1
a2111oi,3
and4,3
xor2,10
o31ai,1
o2bb2ai,1
nand2b,1
a21oi,13
a21boi,1
inv,32
nor4,4
dfrtp,122
buf,18
mux2,24
clkbuf,14
a21o,1
o21ai,37
nand2,105
==> cells by family after synthesis <==
group / count (synthesis) / synth area share
AND/OR/NAND/NOR: 225 / 0.1898
flip-flops: 123 / 0.5626
AND-OR/OR-AND: 72 / 0.08505
buffers and inverters: 64 / 0.05213
multiplexers: 30 / 0.06036
XOR/XNOR: 27 / 0.04321
adder cells (fa/ha/maj): 3 / 0.006859
==> metrics by stage <==
stage | instances | instance area (um2)
2_1_floorplan | 544 | 5477
6_report | 813 | 7420
4_1_cts | 813 | 7420
3_5_place_dp | 781 | 6838
3_3_place_gp | 781 | 6838
5_1_grt | 813 | 7420
==> power by group through the flow <==
stage / sequential (mW) / combinational (mW) / clock [mW]
finish: 2.11 / 0.660 / 2.05
global route: 2.14 / 0.743 / 2.17
CTS: 2.11 / 0.666 / 2.08
==> layer usage <==
layer,vias up,wire (um),track usage
met1,2203,6092,0.4321
met5,-,0,0
met4,0,162,0.03914
li1,2113,-,-
met2,180,5924,0.3866
met3,12,936,0.06820
==> worst register-to-register path: cells and delay by family, from the launching register on <==
family          cells  cell delay (ns)
flops               1             0.46
simple gates        2             0.25
buf+inv             1             0.42
compound gates      1             0.75
==> final timing paths <==
check	depth (start not counted)	end	from	slack (ns)
max	3	s_tready	pre_state[5]	0.64
min	0	pre_state[0]	pre_state[4]	0.42
max reg2reg	4	m0_tdata[16]	pre_state[5]	0.95
min reg2reg	0	pre_state[0]	pre_state[4]	0.42
max in group asynchronous	3	pre_state[0]	rst	1.65
min in group asynchronous	2	m2_tdata[11]	rst	0.53
==> state kept, by name (all words and copies together), names as in the netlist, 6 cells and up <==
register	cells
config_struct	24
m0_tdata	22
m1_tdata	22
m2_tdata	22
count0	8
count1	8
count2	8
pre_state	6
==> layout make-up <==
cell class | instances | area [um2] | share of cell area
Sequential cell | 123 | 3079 | 0.4150
Tap cell | 136 | 170.2 | 0.02293
Clock buffer | 19 | 431.7 | 0.05818
Timing Repair Buffer | 133 | 1344 | 0.1811
Inverter | 32 | 123.9 | 0.01669
Multi-Input combinational cell | 357 | 2121 | 0.2858
Clock inverter | 13 | 150.1 | 0.02024
==> cell usage in the layout (no fill, tap or decap), types with 4 or more instances in the layout <==
cell type	netlist	final
dfrtp_1	122	122
o21ai_0	34	34
a21oi_1	13	13
clkinvlp_4	0	5
nand2_1	104	104
a31oi_1	5	5
nand4_1	12	12
o22ai_1	4	4
buf_4	1	7
clkbuf_16	0	16
nor4_1	4	4
nand3_1	80	80
inv_1	32	31
xnor2_1	17	17
xor2_1	10	10
and3_1	5	5
clkinv_2	0	6
mux2_2	24	24
nor2_1	9	9
mux2i_1	6	6
clkdlybuf4s50_1	0	123
Power and IR drop assume default switching activity.
